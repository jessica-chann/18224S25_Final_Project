===== /design/flow/design.v =====
`default_nettype none
module my_chip (
    input  logic [11:0] io_in, 
    output logic [11:0] io_out, 
    input  logic        clock,
    input  logic        reset  
);
    logic rst_n;
    assign rst_n = ~reset;
    logic       start_button;          
    logic [7:0] pattern_buttons;  
    logic [1:0] mode_select;     
    assign start_button    = io_in[0];
    assign pattern_buttons = io_in[8:1]; 
    assign mode_select     = io_in[10:9];    
    logic [7:0] pattern_leds;    
    logic       game_active_led;       
    logic       game_over_led;         
    logic [1:0] score_display;   
    assign io_out[7:0]   = pattern_leds;
    assign io_out[8]     = game_active_led;
    assign io_out[9]     = game_over_led;
    assign io_out[11:10] = score_display; 
    logic start_classic, start_time, start_reverse;
    logic gen_pattern, received_input, is_equal, play_again;
    logic incr_score, clr, input_handler_en;
    logic game_over, time_over;
    logic [15:0] count;           
    logic [2:0]  random_number;     
    logic [2:0]  encoded_button;    
    logic [74:0] game_pattern;     
    logic [74:0] reversed_pattern; 
    logic [74:0] user_guess;       
    logic [3:0]  score;             
    always_comb begin
        encoded_button = 3'd0;
        if      (pattern_buttons[0]) encoded_button = 3'd0;
        else if (pattern_buttons[1]) encoded_button = 3'd1;
        else if (pattern_buttons[2]) encoded_button = 3'd2;
        else if (pattern_buttons[3]) encoded_button = 3'd3;
        else if (pattern_buttons[4]) encoded_button = 3'd4;
        else if (pattern_buttons[5]) encoded_button = 3'd5;
        else if (pattern_buttons[6]) encoded_button = 3'd6;
        else if (pattern_buttons[7]) encoded_button = 3'd7;
    end
    gameModeSelect mode_select_inst (
        .rst_n(rst_n),
        .sel(mode_select),
        .start_classic(start_classic),
        .start_time(start_time),
        .start_reverse(start_reverse)
    );
    random_bit_generator rng (
        .clk(clock),
        .rst_n(rst_n),
        .en(gen_pattern),
        .random_number(random_number)
    );
    shift_reg pattern_reg (
        .clk(clock),
        .rst_n(rst_n),
        .en(gen_pattern), 
        .in(random_number),         
        .is_reverse(start_reverse),
        .data(game_pattern),
        .reversed_data(reversed_pattern)
    );
    input_handler ih (
        .clk(clock),
        .rst_n(rst_n),
        .in(encoded_button),
        .en(input_handler_en),
        .clr(clr),
        .count(count),
        .received_input(received_input),
        .user_guess(user_guess)
    );
    comparator cmp (
        .received_input(received_input),
        .game_pattern(start_reverse ? reversed_pattern : game_pattern),
        .input_pattern(user_guess),
        .is_equal(is_equal)
    );
    counter pattern_counter (
        .clk(clock),
        .rst_n(rst_n),
        .en(incr_score),
        .clr(clr),
        .game_over(game_over || time_over),
        .count(count)
    );
    logic classic_gen_pattern, classic_incr_score, classic_clr, classic_input_en, classic_game_over;
    logic time_gen_pattern, time_incr_score, time_clr, time_input_en;
    logic reverse_gen_pattern, reverse_incr_score, reverse_clr, reverse_input_en, reverse_game_over;
    classicMode classic_fsm (
        .clk(clock),
        .rst_n(rst_n),
        .sel(start_classic),
        .start(start_button),
        .received_input(received_input),
        .is_equal(is_equal),
        .play_again(play_again),
        .gen_pattern(classic_gen_pattern),
        .incr_score(classic_incr_score),
        .clr(classic_clr),
        .input_handler_en(classic_input_en),
        .game_over(classic_game_over)
    );
    timeChallengeMode time_fsm (
        .clk(clock),
        .rst_n(rst_n),
        .start(start_button & start_time),
        .received_input(received_input),
        .is_equal(is_equal),
        .play_again(play_again),
        .gen_pattern(time_gen_pattern),
        .incr_score(time_incr_score),
        .clr(time_clr),
        .input_handler_en(time_input_en),
        .time_over(time_over)
    );
    reverseMode reverse_fsm (
        .clk(clock),
        .rst_n(rst_n),
        .start(start_button & start_reverse),
        .received_input(received_input),
        .is_equal(is_equal),
        .play_again(play_again),
        .gen_pattern(reverse_gen_pattern),
        .incr_score(reverse_incr_score),
        .clr(reverse_clr),
        .input_handler_en(reverse_input_en),
        .game_over(reverse_game_over)
    );
    always_comb begin
        if (start_classic) begin
            gen_pattern = classic_gen_pattern;
            incr_score = classic_incr_score;
            clr = classic_clr;
            input_handler_en = classic_input_en;
            game_over = classic_game_over;
        end else if (start_time) begin
            gen_pattern = time_gen_pattern;
            incr_score = time_incr_score;
            clr = time_clr;
            input_handler_en = time_input_en;
            game_over = 1'b0;  
        end else if (start_reverse) begin
            gen_pattern = reverse_gen_pattern;
            incr_score = reverse_incr_score;
            clr = reverse_clr;
            input_handler_en = reverse_input_en;
            game_over = reverse_game_over;
        end else begin
            gen_pattern = 1'b0;
            incr_score = 1'b0;
            clr = 1'b1;   
            input_handler_en = 1'b0;
            game_over = 1'b0;
        end
    end
    display_pattern pattern_display (
        .clk(clock),
        .rst_n(rst_n),
        .en(gen_pattern),
        .count(count),
        .pattern(start_reverse ? reversed_pattern : game_pattern),
        .led(pattern_leds)
    );
    assign game_active_led = (count > 0) && ~(game_over || time_over);
    assign game_over_led = game_over || time_over;
    always_ff @(posedge clock) begin
        if (~rst_n || clr) begin
            score <= 4'd0;
        end else if (incr_score) begin
            score <= score + 1'd1;
        end
    end
    assign score_display = score[1:0];
    logic [9:0] play_again_counter;
    logic play_again_ready;
    always_ff @(posedge clock) begin
        if (~rst_n) begin
            play_again_counter <= 10'd0;
            play_again_ready <= 1'b0;
            play_again <= 1'b0;
        end else if (game_over || time_over) begin
            if (play_again_counter < 10'd500) begin   
                play_again_counter <= play_again_counter + 1'd1;
                play_again_ready <= 1'b0;
            end else begin
                play_again_ready <= 1'b1;
            end
            if (play_again_ready && start_button) begin
                play_again <= 1'b1;
            end else begin
                play_again <= 1'b0;
            end
        end else begin
            play_again_counter <= 10'd0;
            play_again_ready <= 1'b0;
            play_again <= 1'b0;
        end
    end
endmodule
module gameModeSelect (
    input  logic        rst_n,
    input  logic  [1:0] sel,
    output logic        start_classic, start_time, start_reverse
);
always_comb begin
        case (sel)
            2'd0: begin
                start_classic = 1;
                start_time = 0;
                start_reverse = 0;
            end
            2'd1: begin
                start_classic = 0;
                start_time = 1;
                start_reverse = 0;
            end
            2'd2: begin
                start_classic = 0;
                start_time = 0;
                start_reverse = 1;
            end
            default: begin
                start_classic = 0;
                start_time = 0;
                start_reverse = 0;
            end
        endcase
    end
endmodule : gameModeSelect
module classicMode (
    input  logic        clk, rst_n, sel,
    input  logic        start, received_input, is_equal, play_again, 
    output logic        gen_pattern, incr_score, clr, input_handler_en, game_over
);
    enum logic [1:0] {INIT, PATTERN_GEN, WAIT, GAME_OVER} state, next_state;
    logic mode_selected, play;
    always_ff @(posedge clk) begin
        if (~rst_n || play_again) begin
            state <= INIT;
            mode_selected <= 0;
            play <= 0;
        end else if (sel) begin
            state <= INIT;
            mode_selected <= 1;
            play <= 0;
        end else if (mode_selected && (start || play)) begin
            state <= next_state;
            mode_selected <= 1;
            play <= 1;
        end
    end
    always_comb begin
        case (state)
            INIT: next_state = (start) ? PATTERN_GEN : INIT;
            PATTERN_GEN: next_state = WAIT;
            WAIT: begin
                if (received_input && is_equal) next_state = PATTERN_GEN;
                else if (received_input && !is_equal) next_state = GAME_OVER;
                else next_state = WAIT;
            end
            GAME_OVER: next_state = (play_again) ? INIT : GAME_OVER;
            default: next_state = INIT;
        endcase
    end
    assign gen_pattern = (next_state == PATTERN_GEN);
    assign incr_score = (state == WAIT && is_equal) ? 1 : 0;
    assign input_handler_en = (state == WAIT && next_state == WAIT);
    assign clr = (state == INIT || play_again == 1) ? 1 : 0;
  	assign game_over = (next_state == GAME_OVER);
endmodule : classicMode
module timeChallengeMode (  
    input  logic        clk, rst_n,
    input  logic        start, received_input, is_equal, play_again, 
    output logic        gen_pattern, incr_score, clr, input_handler_en, time_over
);
    enum logic [2:0] {INIT, PATTERN_GEN, WAIT, TIME_OVER} state, next_state;
    logic [5:0] timer;  
    logic timer_done;   
    always_ff @(posedge clk) begin
        if (~rst_n) begin
            state <= INIT;
            timer <= 0;
        end else begin
            if (state == PATTERN_GEN) timer <= timer + 1;
            state <= next_state;
        end
    end
    always_comb begin
        case (state)
            INIT: next_state = (start) ? PATTERN_GEN : INIT;
            PATTERN_GEN: next_state = WAIT;
            WAIT: begin
                if (received_input && is_equal) next_state = PATTERN_GEN;
                else if (received_input && !is_equal) next_state = TIME_OVER;
                else if (timer_done) next_state = TIME_OVER;  
                else next_state = WAIT;
            end
            TIME_OVER: next_state = (play_again) ? INIT : TIME_OVER;
            default: next_state = INIT;
        endcase
    end
    assign gen_pattern = (next_state == PATTERN_GEN);
    assign incr_score = (state == WAIT && is_equal) ? 1 : 0;
    assign input_handler_en = (state == WAIT && next_state == WAIT);
    assign clr = (state == INIT || play_again == 1) ? 1 : 0;
    assign time_over = (next_state == TIME_OVER);
    assign timer_done = (timer == 'd60) ? 1 : 0;
endmodule : timeChallengeMode
module reverseMode (
    input  logic        clk, rst_n,
    input  logic        start, received_input, is_equal, play_again, 
    output logic        gen_pattern, incr_score, clr, input_handler_en, game_over
);
    enum logic [1:0] {INIT, PATTERN_GEN, WAIT, GAME_OVER} state, next_state;
    always_ff @(posedge clk) begin
        if (~rst_n) state <= INIT;
        else state <= next_state;
    end
    always_comb begin
        case (state)
            INIT: next_state = (start) ? PATTERN_GEN : INIT;
            PATTERN_GEN: next_state = WAIT;
            WAIT: begin
                if (received_input && is_equal) next_state = PATTERN_GEN;
                else if (received_input && !is_equal) next_state = GAME_OVER;
                else next_state = WAIT;
            end
            GAME_OVER: next_state = (play_again) ? INIT : GAME_OVER;
            default: next_state = INIT;
        endcase
    end
    assign gen_pattern = (next_state == PATTERN_GEN);
    assign incr_score = (state == WAIT && is_equal) ? 1 : 0;
    assign input_handler_en = (state == WAIT && next_state == WAIT);
    assign clr = (state == INIT || play_again == 1) ? 1 : 0;
  	assign game_over = (next_state == GAME_OVER);
endmodule : reverseMode
module random_bit_generator (
    input  logic clk, rst_n, en,     
    output logic [2:0] random_number   
);
    logic [31:0] lfsr_reg;
    always_ff @(posedge clk) begin
        if (!rst_n) 
            lfsr_reg <= 32'hABCD1234;  
        else if (en)
            lfsr_reg <= {lfsr_reg[30:0], lfsr_reg[31] ^ lfsr_reg[21] ^ lfsr_reg[1] ^ lfsr_reg[0]};
    end
    assign random_number = lfsr_reg[2:0];
endmodule : random_bit_generator
module display_pattern (
    input  logic        clk, rst_n, en,
    input  logic [15:0] count,
    input  logic [74:0] pattern,
    output logic [7:0]  led
);
    logic [15:0] counter;
    always_ff @(posedge clk) begin
        if (~rst_n || ~en) begin
            led <= 0;
            counter <= 0;
        end else if (en && counter < count) begin
            counter <= counter + 'd3;
            if (pattern[counter] == 'd0) begin
                led[0] <= 1;
                led[1] <= 0;
                led[2] <= 0;
                led[3] <= 0;
                led[4] <= 0;
                led[5] <= 0;
                led[6] <= 0;
                led[7] <= 0;
            end else if (pattern[counter] == 'd1) begin
                led[0] <= 0;
                led[1] <= 1;
                led[2] <= 0;
                led[3] <= 0;
                led[4] <= 0;
                led[5] <= 0;
                led[6] <= 0;
                led[7] <= 0;
            end else if (pattern[counter] == 'd2) begin
                led[0] <= 0;
                led[1] <= 0;
                led[2] <= 1;
                led[3] <= 0;
                led[4] <= 0;
                led[5] <= 0;
                led[6] <= 0;
                led[7] <= 0;
            end else if (pattern[counter] == 'd3) begin
                led[0] <= 0;
                led[1] <= 0;
                led[2] <= 0;
                led[3] <= 1;
                led[4] <= 0;
                led[5] <= 0;
                led[6] <= 0;
                led[7] <= 0;
            end else if (pattern[counter] == 'd4) begin
                led[0] <= 0;
                led[1] <= 0;
                led[2] <= 0;
                led[3] <= 0;
                led[4] <= 1;
                led[5] <= 0;
                led[6] <= 0;
                led[7] <= 0;
            end else if (pattern[counter] == 'd5) begin
                led[0] <= 0;
                led[1] <= 0;
                led[2] <= 0;
                led[3] <= 0;
                led[4] <= 0;
                led[5] <= 1;
                led[6] <= 0;
                led[7] <= 0;
            end else if (pattern[counter] == 'd6) begin
                led[0] <= 0;
                led[1] <= 0;
                led[2] <= 0;
                led[3] <= 0;
                led[4] <= 0;
                led[5] <= 0;
                led[6] <= 1;
                led[7] <= 0;
            end else if (pattern[counter] == 'd7) begin
                led[0] <= 0;
                led[1] <= 0;
                led[2] <= 0;
                led[3] <= 0;
                led[4] <= 0;
                led[5] <= 0;
                led[6] <= 0;
                led[7] <= 1;
            end
        end
    end
endmodule : display_pattern
module shift_reg (
    input  logic        clk, rst_n, en, is_reverse,
    input  logic [2:0]  in,
    output logic [74:0] data, reversed_data
);
    always_ff @(posedge clk) begin
        if (!rst_n) begin
            data <= 'b0;
            reversed_data <= 'b0;
        end else if (en) begin
            data <= {data[71:0], in};
            if (is_reverse) reversed_data <= {in, data[71:0]};
        end
    end
endmodule : shift_reg
module counter (
    input  logic        clk, rst_n, en, clr, game_over,
    output logic [15:0] count
);
    always_ff @(posedge clk) begin
        if (~rst_n || clr) count <= 1;
        else if (en) count <= count + 1;
        else if (game_over) count <= count - 1;
    end
endmodule : counter
module comparator (
    input  logic        received_input,
    input  logic [74:0] game_pattern, input_pattern,
    output logic        is_equal   
);
    assign is_equal = (received_input && (game_pattern == input_pattern));
endmodule : comparator
module input_handler (
    input  logic        clk, rst_n, en, clr,
    input  logic [2:0]  in,
    input  logic [15:0] count,
    output logic        received_input,
    output logic [74:0] user_guess
);
    logic [15:0] bit_counter;
    always_ff @(posedge clk) begin
      if (~rst_n || clr) begin
            user_guess      <= 'd0;
            bit_counter     <= 'd0;
      end else if (en) begin
            if (bit_counter != count) begin
                user_guess  <= {user_guess[71:0], in};
                bit_counter <= bit_counter + 1;
            end
        end
    end
    assign received_input = (count != 0 && bit_counter + 1 == count);
endmodule : input_handler
`default_nettype none
module toplevel_chip (
    input [13:0] io_in,
    output [13:0] io_out
);
    my_chip mchip (
        .io_in(io_in[11:0]),
        .io_out(io_out[11:0]),
        .clock(io_in[12]),
        .reset(io_in[13])
    );
    assign io_out[13:12] = 2'b00;
endmodule

===== /design/flow/run.sh =====
#!/bin/bash
# OpenROAD 26Q1-2900-gdf79404cd8, Yosys 0.63+post, stock flow scripts
make -C /OpenROAD-flow-scripts/flow DESIGN_CONFIG=/design/flow/config.mk WORK_HOME=/design/flow/orfs finish

===== /design/flow/config.mk =====
export PLATFORM = sky130hd
export DESIGN_NAME = toplevel_chip
export DESIGN_NICKNAME = toplevel_chip
export VERILOG_FILES = /design/flow/design.v
export SDC_FILE = /design/flow/constraint.sdc
export NUM_CORES = 4
export LEC_CHECK = 1
export CORE_UTILIZATION = 50

===== /design/flow/constraint.sdc =====
current_design toplevel_chip

set clk_period 30.9
set clk_io_pct 0.2

create_clock -name clk0 -period $clk_period [get_ports {io_in}]

set non_clock_inputs [all_inputs -no_clocks]
set_input_delay [expr $clk_period * $clk_io_pct] -clock clk0 $non_clock_inputs
set_output_delay [expr $clk_period * $clk_io_pct] -clock clk0 [all_outputs]

==> run notes <==
Implementation results.

The flow did not finish. The stage at which the run stopped is global routing. The tool reported: "[ERROR GRT-0116] Global routing finished with congestion. Check the congestion regions in the DRC Viewer". The floorplan step set the die height to ~180 um. Row generation in the floorplan step produced 63 rows. The netlist uses 72 different library cells. The total overflow left after global routing is slightly above 3,000. The number of global-route vias before repair is between 20,000 and 30,000. The cell count after synthesis came out at roughly 1,700.

The count of pins on the block boundary is 28. Before any placement, the netlist area is recorded as roughly 15,000 um^2. The synthesis area per yosys is roughly 15,000 um^2.

The effective utilization at floorplan is 0.5100. The post-synthesis cell count from yosys is 1,709. The dominant register cell in the synthesized netlist is dfxtp_1. For reference, the top cells by area after synthesis are dfxtp_1, mux2i_1, nor2_1, xor2_1, xnor2_1. The number of flip-flops and latches in the synthesized netlist is 291. The cell accounting for the most synthesized area is dfxtp_1.

After clock tree synthesis, the flow added hold-fix buffers numbering 0. Overall routing resource usage recorded by global route was 0.7542. In this run the horizontal extent of the chip is 176.3 um. The first global-routing pass estimated roughly 160 mm of wire.

The placement stage leaves a total instance area of 15,220 um^2. After legalization and detailed placement, the total HPWL measured approximately 23 mm. Gates resized during post-CTS repair numbered 0.

Of the synthesized area, sequential elements account for 0.3833. The yosys warning tally is 10. Counting tap cells, the placed design contains a total of 2,005 instances. The number of enable-type register cells in the synthesized netlist is 0. The placer's final routability congestion estimate is 0.9316. The fraction of registers with async set/reset is 0. After clock tree synthesis, the setup repair step added 0 buffers.

The area fraction of the largest cell type after synthesis is 0.3833. The pin count of the biggest net entering global routing is 23. The post-synthesis average cell area is 8.892 um^2. The number of input and output port buffers inserted is 6.
## synth_stat cells (7+ instances only)
cell type / n
a2111oi_0: 11
a211oi_1: 12
a21o_1: 12
a21oi_1: 59
a221oi_1: 7
a22oi_1: 7
a31oi_1: 17
and2_1: 17
and3_1: 20
buf_1: 10
buf_2: 12
buf_4: 20
buf_6: 10
clkbuf_1: 58
dfxtp_1: 291
ha_1: 34
inv_1: 65
mux2i_1: 244
mux4_2: 13
nand2_1: 76
nand2b_1: 22
nand3_1: 31
nand4_1: 20
nor2_1: 327
nor2b_1: 12
nor3_1: 37
nor4_1: 12
o211ai_1: 11
o21ai_0: 22
o31ai_1: 10
or3_1: 8
xnor2_1: 58
xor2_1: 61
## per-stage QoR
stage                 util  setup WS (ns)  hold slack (ns)
floorplan                -          6.628           0.2099
global placement    0.5108          3.035          0.06907
detailed placement  0.5108          3.035          0.06907
CTS                 0.9057          3.278         -0.05062
## kinds of logic after synthesis
kind of cell,share of synthesized area
and+or+nand+nor,0.1810
adders and majority gates,0.02931
muxes,0.1868
buffers and inverters,0.05541
xor gates and xnor gates,0.06858
other,0.0002468
AOI/OAI and AO/OA,0.09526
DFF,0.3833
## per-layer routing
metal,overflow,global-route usage
met1,0,0.4507
met2,0,0.4165
met5,121,0.9920
met4,1719,1.531
met3,1206,1.121
